$ cat ./config.mk
export PLATFORM = sky130hd
export DESIGN_NAME = min_max_finder_part3_M4
export DESIGN_NICKNAME = min_max_finder_part3_M4
export VERILOG_FILES = /design/flow/design.v
export SDC_FILE = /design/flow/constraint.sdc
export NUM_CORES = 4
export LEC_CHECK = 1
export CORE_AREA = 10 10 70 70
export DIE_AREA = 0 0 80 80
$ cat ./constraint.sdc
current_design min_max_finder_part3_M4

set clk_period 3.6
set clk_io_pct 0.2

create_clock -name clk0 -period $clk_period [get_ports {Clk}]

set non_clock_inputs [all_inputs -no_clocks]
set_input_delay [expr $clk_period * $clk_io_pct] -clock clk0 $non_clock_inputs
set_output_delay [expr $clk_period * $clk_io_pct] -clock clk0 [all_outputs]
$ cat ./design.v
`timescale 1 ns / 100 ps
module min_max_finder_part3_M4 (Max, Min, Start, Clk, Reset, 
				           Qi, Ql, Qcmx, Qcmn, Qd);
input Start, Clk, Reset;
output [7:0] Max, Min;
output Qi, Ql, Qcmx, Qcmn, Qd;
reg [7:0] M [0:15]; 
reg [4:0] state;
reg       Flag;  
reg [7:0] Max;
reg [7:0] Min;
reg [3:0] I;
localparam 
INI  = 	5'b00001,  
LOAD = 	5'b00010,  
CMx = 	5'b00100,  
CMn = 	5'b01000,  
DONE = 	5'b10000;  
assign {Qd,  Qcmn, Qcmx, Ql, Qi} = state;  
always @(posedge Clk, posedge Reset) 
  begin  : CU_n_DU
    if (Reset)
       begin
         state <= INI;
         I <= 4'bXXXX;    
	      Max <= 8'bXXXXXXXX;
	      Min <= 8'bXXXXXXXX;
		  Flag <= 1'bX;
	    end
    else
       begin
           case (state)
	        INI	: 
	          begin
		        I <= 0;
				Flag <= 0;
		         if (Start)
		           state <= LOAD;
	          end
	        LOAD	:
	          begin
		           Max <= M[I];  
		           Min <= M[I];  
		           I <= I + 1;   
		           state <= CMx;  
 	          end
	       CMx :
	          begin 
				 if(Flag==1)
				 begin
					if(M[I]>=Max)
						Max<=M[I];
					I<=I+1;
					Flag<=0;
				 end
				 else
				 begin
					if(M[I]>=Max)
					begin
						Max<=M[I];
						I<=I+1;
					end
					else
						Flag<=1;
				 end
				if(I!=15&&M[I]<Max&&Flag==1)
					state<=CMn;
				else if(M[I]<Max&&Flag==0)
					state<=CMn;
				else if((I==15&&Flag==1)||(I==15&&Flag==0&&M[I]>=Max))
					state<=DONE;
			  end
	        CMn :
	          begin 
				 if(Flag==1)
				 begin
					if(M[I]<=Min)
						Min<=M[I];
					I<=I+1;
					Flag<=0;
				 end
				 else
				 begin
					if(M[I]<=Min)
					begin
						Min<=M[I];
						I<=I+1;
					end
					else
						Flag<=1;
				 end
				if(I!=15&&M[I]>Min&&Flag==1)
					state<=CMx;
				else if(M[I]>Min&&Flag==0)
					state<=CMx;
				else if((I==15&&Flag==1)||(I==15&&Flag==0&&M[I]<=Min))
					state<=DONE;
			  end
	        DONE	:
	          begin  
		           state <= INI;  
		       end    
      endcase
    end 
  end 
endmodule  
$ cat ./run.sh
#!/bin/bash
# OpenROAD 26Q1-2900-gdf79404cd8, Yosys 0.63+post, stock flow scripts
make -C /OpenROAD-flow-scripts/flow DESIGN_CONFIG=/design/flow/config.mk WORK_HOME=/design/flow/orfs finish
==> run summary <==
Update from the flow run.

The library cell with the largest summed area after synthesis is sky130_fd_sc_hd__buf_4. Per the Yosys statistics, synthesis produced 31 cells. The final worst-path cycle share is 0.550. The number of placed instances, taps included, is 82. According to the hold report, the worst path is of the reg2reg type. Among cell families on the critical path, the largest total delay comes from flip-flops.

The run finished with clean final reports. The number of DRC violations after detailed routing is 0. In this run the most critical hold path is launched from state[2]. The internal portion of the total power is between 0.08 and 0.09 mW. Logged for this run, the post-placement worst setup slack is about 1.8 ns. The final antenna-violating net count is 0.

Across the whole layout, storage elements account for a little over 100 µm². Summed over all cells, the static leakage comes to 0.175 nW. In the CTS report, the clock slew at the register clock pins of the worst setup and hold paths is listed as ~0.040 ns. STA classifies the critical path endpoint as an output pin. The final HPWL from detailed placement is 536 µm.

The area fraction of the largest cell type after synthesis is 0.427. In the layout the commonest cells are 17 x sky130_fd_sc_hd__conb_1, 6 x sky130_fd_sc_hd__clkdlybuf4s50_1, 3 x sky130_fd_sc_hd__clkbuf_4, 3 x sky130_fd_sc_hd__dfrtp_1, 2 x sky130_fd_sc_hd__nor2_1. According to the floorplan log, the row count is 21. Per the detail_route report, the via count comes to between 150 and 200. The endpoint of the lowest-slack register-to-register path is state[0]. The hold buffer count at CTS is 0. The data arrival at the endpoint of the critical path is between 1 and 1.5 ns. The wire length of the first global-routing pass is approximately 920 µm.

For the final database, setup skew stands at a little under 0.01 ns. The final non-filler cell total is between 80 and 90. The report lists the number of cells resized after CTS as 0. The root buffer cell chosen for the clock tree is sky130_fd_sc_hd__clkbuf_4. Summed over all layers, the global routing overflow is 0.

The worst register-to-register path has a setup slack of 2.51 ns. In the post-route analysis, the smallest setup slack over all paths is between 1.5 and 2 ns. The chip area in the Yosys report is 299 µm².

Pin placement for this block handled 24 I/O pins. The final-layout worst hold slack is 0.586 ns. In the routed layout, each cell is associated on average with a via count of ~2.1. The final setup violation count is 0. The part of the power in combinational logic is 0.046. The via count of the first global-routing pass is approximately 210. For reference, the critical path cell chain is clkdlybuf4s50_1. Endpoints failing hold in the final report were tallied at 0.

The startpoint kind of the worst setup timing path is a flop. In the log, the iteration count for the first detailed-route pass is 1. The number of buffers inserted during clock tree synthesis is 3.

In the final timing run, aggregate negative setup slack is 0 ns. The count of tool warnings is 25. The type of the setup path with the least slack is reg2out. The antenna diode count is 0. The routed design shows a wire length per standard cell of slightly above 7 µm. Counting flops per register, the top entry is state.

Per the synth log, the flip-flop and latch total comes to 4. The DRC marker count from the first detailed-route iteration is 0. For the worst setup path, the data required time is roughly 2.9 ns. The highest clock rate is 505 MHz.

On the critical path, the stage with the largest delay is an instance of sky130_fd_sc_hd__dfstp_2. TritonCTS built the clock tree. The count of final max-slew check failures is 0. The power per standard cell area is 297 nW/µm². Setup repair after global routing left no endpoint under its margin.

The registers reported with the highest flop counts are state x4. The final critical delay including setup and external delays is slightly below 2 ns. Post-CTS timing repair inserted 0 buffers for setup. The number of clock sinks seen by CTS is 4. For the worst flop-to-flop path, the logic depth is 2. As logged by OpenROAD, the buffers inserted on ports number 6. The final weighted congestion in routability-driven placement is 0.627. The run reported a max-capacitance violation count of 0.

In this run the critical register-to-register path is launched from state[1]. Clock latency on the worst-skew pair, taken at its later pin, is 0.24 ns. The cell depth of the worst min-delay path is 1.

The clock network power share is 0.549. The total detailed-routing wirelength is slightly above 600 µm. The register with the most flip-flops in the layout has 4 of them. The switching portion of total power comes to 0.197. For this run, the number of Yosys warnings is 1. In this design, the stage delay of the slowest critical-path cell is about 0.55 ns. The highest ir drop seen on vdd is between 0.04 and 0.05 mV. The number of different library cells used by synthesis comes to 12. The share of total power dissipated in sequential elements is 0.405. The main area contributors are sky130_fd_sc_hd__buf_4 43%, sky130_fd_sc_hd__dfrtp_1 25%, sky130_fd_sc_hd__dfstp_2 8.8%.

The sequential-to-total area share from yosys stat is 0.339. After floorplanning, the core was sized to cover ~3400 µm². The total of fill cells in the finished design is approximately 400. The layout summary lists the proportion of cells stronger than drive strength 1 as 0.175. In this run the worst path has a maximum fanout of 5. Entering global routing, the biggest net connects 8 pins. Before any placement, the netlist area is recorded as 299 µm².

The number of levels in the clock H-tree is 1. The synthesized area per cell is 9.65 µm². The chip footprint is about 6400 µm². The most frequently placed logic cell in the final layout is sky130_fd_sc_hd__conb_1. The flow measured a signed area growth from synthesis to layout of 25.5%. No sink is reached through more buffers than the 2 on the longest clock path.

The post-synthesis instance total is 31. The width of the chip is around 80 µm. In this run the vertical extent of the chip is ~80 µm. At the floorplan stage, the core utilization is reported as 0.0875. The worst hold endpoint is state[2]. Overall routing resource usage recorded by global route was 0.0192. Per the OpenROAD power report, switching power amounts to 0.0220 mW.

The number of buffers and inverters on the critical path is 1. The number of antenna violations at the first check in global routing was 0. Per the layout area report, the combinational gate area comes to 126 µm².
-- power groups by stage --
stage                 clock [mW]  sequential (mW)  combinational [mW]
after CTS                 0.0651           0.0452             0.00583
after global routing      0.0701           0.0451             0.00649
final                     0.0613           0.0452             0.00510
-- Yosys cell counts (all sizes together) --
cell and n:
a22o 1, o31a 1, conb 1, inv 1, dfrtp 3, nor3b 1, or3b 1, buf 17
o32a 1, a21o 1, dfstp 1, nor2 2
-- cell families (layout without fill, tap and decap cells) --
family | Yosys count | count (layout) | synth area share
AND-OR/OR-AND | 4 | 4 | 0.130
flip-flops | 4 | 4 | 0.339
buffers and inverters | 18 | 11 | 0.439
AND/OR/NAND/NOR | 4 | 4 | 0.0795
other | 1 | 17 | 0.0125
-- area by class of cell --
type | instances | share of cell area
clock buffers | 4 | 0.0700
multi-input cells | 25 | 0.337
well taps | 46 | 0.153
flip-flops and latches | 4 | 0.270
repair buffers | 6 | 0.160
inverters | 1 | 0.0100
-- how the worst max path moves through the flow --
| stage | startpoint | cells past startpoint | to |
|---|---|---|---|
| 5_1_grt | state[0] | 1 | Qi |
| 4_1_cts | state[0] | 1 | Qi |
| 6_report | state[0] | 1 | Qi |
-- per-stage QoR --
stage | power (mW) | area (µm²) | utilization
final | 0.112 | 375 | 0.110
after global routing | 0.122 | 375 | 0.110
after global placement | 0.0519 | 349 | 0.102
after detailed placement | 0.0516 | 349 | 0.102
after CTS | 0.116 | 375 | 0.110
after floorplan | 0.0606 | 359 | -
-- per-layer routing --
layer  global-route usage  share of wire
met1               0.0200           0.42
met4              0.00352              0
met3               0.0261           0.22
met5                    0              0
met2               0.0225           0.36
Power is estimated from default activity; no workload was simulated.
