==> design.v <==
`timescale 1 ns / 100 ps
module min_max_finder_part3_M3 (Max, Min, Start, Clk, Reset, 
				           Qi, Ql, Qcmx, Qcmn, Qd);
input Start, Clk, Reset;
output [7:0] Max, Min;
output Qi, Ql, Qcmx, Qcmn, Qd;
reg [7:0] M [0:15]; 
reg [4:0] state;
reg       Flag;  
reg [7:0] Max;
reg [7:0] Min;
reg [3:0] I;
localparam 
INI  = 	5'b00001,  
LOAD = 	5'b00010,  
CMx = 	5'b00100,  
CMn = 	5'b01000,  
DONE = 	5'b10000;  
assign {Qd,  Qcmn, Qcmx, Ql, Qi} = state;  
always @(posedge Clk, posedge Reset) 
  begin  : CU_n_DU
    if (Reset)
       begin
         state <= INI;
         I <= 4'bXXXX;    
	      Max <= 8'bXXXXXXXX;
	      Min <= 8'bXXXXXXXX;
		  Flag <= 1'bX;
	    end
    else
       begin
           case (state)
	        INI	: 
	          begin
		        I <= 0;
				Flag <= 0;
		         if (Start)
		           state <= LOAD;
	          end
	        LOAD	:
	          begin
		           Max <= M[I];  
		           Min <= M[I];  
		           I <= I + 1;   
		           state <= CMx;  
 	          end
	        CMx :
	          begin 
				 if(Flag==1)
				 begin
					if(M[I]>=Max)
						Max<=M[I];
					I<=I+1;
					Flag<=0;
				 end
				 else
				 begin
					if(M[I]>=Max)
					begin
						Max<=M[I];
						I<=I+1;
					end
					else
						Flag<=1;
				 end
				if(Flag==0&&M[I]<Max)
					state<=CMn;
				else if((I==15&&Flag==1)||(I==15&&Flag==0&&M[I]>=Max))
					state<=DONE;
			  end
	        CMn :
	          begin 
				 if(Flag==1)
				 begin
					if(M[I]<=Min)
						Min<=M[I];
					I<=I+1;
					Flag<=0;
				 end
				 else
				 begin
					if(M[I]<=Min)
					begin
						Min<=M[I];
						I<=I+1;
					end
					else
						Flag<=1;
				 end
				if(Flag==0&&M[I]>Min)
					state<=CMx;
				else if((I==15&&Flag==1)||(I==15&&Flag==0&&M[I]<=Min))
					state<=DONE;
			  end
	        DONE	:
	          begin  
		           state <= INI;  
		       end    
      endcase
    end 
  end 
endmodule  
==> run.sh <==
#!/bin/bash
# OpenROAD 26Q1-2900-gdf79404cd8, Yosys 0.63+post, stock flow scripts
make -C /OpenROAD-flow-scripts/flow DESIGN_CONFIG=/design/flow/config.mk WORK_HOME=/design/flow/orfs finish
==> config.mk <==
export PLATFORM = sky130hd
export DESIGN_NAME = min_max_finder_part3_M3
export DESIGN_NICKNAME = min_max_finder_part3_M3
export VERILOG_FILES = /design/flow/design.v
export SDC_FILE = /design/flow/constraint.sdc
export NUM_CORES = 4
export LEC_CHECK = 1
export CORE_AREA = 10 10 70 70
export DIE_AREA = 0 0 80 80
==> constraint.sdc <==
current_design min_max_finder_part3_M3

set clk_period 2.1
set clk_io_pct 0.2

create_clock -name clk0 -period $clk_period [get_ports {Clk}]

set non_clock_inputs [all_inputs -no_clocks]
set_input_delay [expr $clk_period * $clk_io_pct] -clock clk0 $non_clock_inputs
set_output_delay [expr $clk_period * $clk_io_pct] -clock clk0 [all_outputs]
==> results.sh <==
# flow metrics
export IMPL_ctsHoldBuffers=0
export IMPL_vias_per_cell=2.105
export IMPL_max_freq_mhz=597.3
export IMPL_status="completed"
export IMPL_postCtsResizedCells=0
export IMPL_cp_top_family="flip-flops"
export IMPL_synthTopCellsByArea="buf_4, dfrtp_1, dfstp_2"
export IMPL_gp_congestion=0.6624
export IMPL_antenna_left=0
export IMPL_yosysWarnings=1
export IMPL_startpoint_type="flip-flop"
export IMPL_ys_ff=4
export IMPL_postSynth_asyncResetShare_pct=100.0
export IMPL_cp_data_required_time_ns=1.68
export IMPL_placed_cell_area_um2=349.1
export IMPL_io_buffers=6
export IMPL_slew_viol_final=0
export IMPL_fp_utilization_pct=8.755
export IMPL_drtIter0Drc=6
export IMPL_syn_inst=31
export IMPL_vias=181
export IMPL_dp_slack_ns=0.6043
export IMPL_total_power_uw=190.0
export IMPL_cts_tree="yes"
export IMPL_worstPathArrival_ns=1.25
export IMPL_cts_clk_slew_worst_paths_ns=0.04
export IMPL_period_used_pct=79.72
export IMPL_yosysTopAreaCell="buf_4"
export IMPL_worst_path_max_fanout=5
export IMPL_yosys_area_um2=299.0
export IMPL_stdcell_count=86
export IMPL_wl_um=595
export IMPL_top_area_share_pct=42.68
export IMPL_grt_setup_unrepaired="no"
export IMPL_post_synth_top_count_cell="buf_4"
export IMPL_grt_max_degree=8
export IMPL_ctsRootBufferMaster="clkbuf_4"
export IMPL_drive_gt1_share_pct=17.50
export IMPL_first_pass_iters=2
export IMPL_std_cell_rows=21
export IMPL_largestRegisters="state x4"
export IMPL_cp_slowest_cell="dfstp_2"
export IMPL_common_cells="buf_4, dfrtp_1, nor2_1"
export IMPL_worstPathCellList="clkdlybuf4s50_1"
export IMPL_grt_usage_pct=1.555
export IMPL_p_leak_uw=0.0001752
export IMPL_grt_pass1_wl_um=834
export IMPL_yosysCellCount=31
export IMPL_end_kind="output pin"
export IMPL_io_pins=24
export IMPL_post_cts_repair_setup_buffers=0
export IMPL_dpl_hpwl_um=509.4
export IMPL_syn_avg_cell_area_um2=9.646
export IMPL_ir_worst_vdd_mv=0.09384
export IMPL_wl_per_cell_um=6.919
export IMPL_synth_edff_count=0
export IMPL_die_h_um=80
export IMPL_largest_register="state"
export IMPL_largest_reg_flops=4
export IMPL_critPathBufInv=1
export IMPL_worstSetupStartpoint="state[0]"
export IMPL_crit_type="reg -> out"
export IMPL_cap_viol_max_count=0
export IMPL_area_delta_synth_final_pct=25.52
export IMPL_ctsHtreeMaxLevel=1
export IMPL_clk_path_buf_depth=2
export IMPL_dp_cells=82
export IMPL_hold_viol_final=0
export IMPL_pwr_density_cell_nw_per_um2=506.1
export IMPL_fin_crit_ns=1.674
export IMPL_critPathMaxStageDelay_ns=0.56
export IMPL_core_area_um2=3416
export IMPL_dieWidth_um=80
export IMPL_antenna_found_initial=0
export IMPL_yosysUniqueCellTypes=12
export IMPL_ys_flop_type="dfrtp_1"
export IMPL_grt_pass1_vias=216
export IMPL_drcViolationCount=0
export IMPL_warning_count=25
export IMPL_ys_seq_share_pct=33.89
export IMPL_fin_tns_setup_ns=0
export IMPL_cts_sinks=4
export IMPL_design_area_um2=375.4
export IMPL_r2r_start="state[1]"
export IMPL_clk_latency_ns=0.23
export IMPL_cts_buffers=3
export IMPL_hold_class="in -> async"
export IMPL_syn_area_um2=299.0
export IMPL_overflow=0
export IMPL_skew_ns=0.004948
export IMPL_finalSetupViolCount=0
export IMPL_fin_ws_ns=0.4258
export IMPL_die_area_um2=6400
export IMPL_antenna_cells=0
metal layers:
layer / global-route usage, % / part of all wire [%]
met5: 0 / 0
met4: 1.408 / 3.5
met3: 0.6818 / 11
met2: 2.087 / 41
met1: 1.805 / 44
cell families after synthesis:
| logic type | share of synthesized area (%) |
|---|---|
| AND-OR/OR-AND | 12.97 |
| buffers and inverters | 43.93 |
| flip-flops | 33.89 |
| other | 1.254 |
| AND/OR/NAND/NOR | 7.952 |
through the flow:
stage,util [%],hold slack [ns]
5_1_grt,10.99,0.3756
3_5_place_dp,10.22,0.5715
2_1_floorplan,-,0.1854
6_report,10.99,0.3662
3_3_place_gp,10.22,0.5591
4_1_cts,10.99,0.3619
area by class of cell:
type / instances / area [µm²]
Tap cell: 46 / 57.56
Clock buffer: 4 / 26.28
Inverter: 1 / 3.754
Timing Repair Buffer: 6 / 60.06
Sequential cell: 4 / 101.3
Fill cell: 404 / 3040
Multi-Input combinational cell: 25 / 126.4
layout by cell type (no fill, tap or decap):
master and count:
nor2_1 2, clkbuf_4 3, or3b_1 1, a21o_2 1, inv_1 1, a22o_1 1
o32a_2 1, clkdlybuf4s50_1 6, dfstp_2 1, conb_1 17, dfrtp_1 3, nor3b_1 1
clkbuf_1 1, o31a_2 1
path summary, 6_finish.rpt:
path | to | slack [ns] | cells past startpoint
worst max-delay path | Qi | 0.43 | 1
worst max register to register | state[0] | 1.03 | 2
worst min register to register | state[2] | 0.58 | 1
min in group clk0 | state[2] | 0.58 | 1
max in group asynchronous | state[0] | 1.51 | 2
worst min-delay path | state[2] | 0.37 | 2
power by group:
| part | internal [µW] | switching (µW) | leakage [µW] |
|---|---|---|---|
| clock | 71.4 | 32.3 | 0.0000150 |
| sequential | 77.5 | 0 | 0.0000522 |
| combinational | 4.61 | 4.13 | 0.000108 |
Power is estimated from default activity; no workload was simulated.
