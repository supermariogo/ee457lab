==> /design/flow/design.v <==
`timescale 1 ns / 100 ps
module min_max_finder_part3_M2 (Max, Min, Start, Clk, Reset, 
				           Qi, Ql, Qcmx, Qcmnf, Qcmn, Qcmxf, Qd);
input Start, Clk, Reset;
output [7:0] Max, Min;
output Qi, Ql, Qcmx, Qcmnf, Qcmn, Qcmxf, Qd;
reg [7:0] M [0:15]; 
reg [6:0] state;
reg [7:0] Max;
reg [7:0] Min;
reg [3:0] I;
localparam 
INI  = 	7'b0000001,  
LOAD = 	7'b0000010,  
CMx = 	7'b0000100,  
CMnF = 	7'b0001000,  
CMn = 	7'b0010000,  
CMxF = 	7'b0100000,  
DONE = 	7'b1000000;  
assign {Qd, Qcmxf, Qcmn, Qcmnf, Qcmx, Ql, Qi} = state;  
always @(posedge Clk, posedge Reset) 
  begin  : CU_n_DU
    if (Reset)
       begin
         state <= INI;
         I <= 4'bXXXX;    
	      Max <= 8'bXXXXXXXX;
	      Min <= 8'bXXXXXXXX;
	    end
    else
       begin
           case (state)
	        INI	: 
	          begin
		         if (Start)
		           state <= LOAD;
		        I <= 0;
	          end
	        LOAD	:
	          begin
		           Max <= M[I];  
		           Min <= M[I];  
		           I <= I + 1;   
		           state <= CMx;  
 	          end
	        CMx :
	          begin  
				if(M[I]>=Max)
				begin
					Max<=M[I];
					I<=I+1;
				end
				if(M[I]<Max)
					state <= CMnF;
				else if(I==15&&M[I]>=Max)
					state <= DONE;
			  end
	        CMnF :
	          begin  
				if(M[I]<=Min)
					Min<=M[I];
				I <= I+1;
				if(I!=15&&M[I]<=Min)
					state <= CMn;
				else if(I!=15&&M[I]>Min)
					state <= CMx;
				else
					state <= DONE;
			  end
	        CMn :
	          begin 
				if(M[I]<=Min)
				begin
					Min <= M[I];
					I <= I+1;
				end
				if(M[I]>Min)
					state <= CMxF;
				else if(I==15&&M[I]<=Min)
					state <= DONE;
			   end
	        CMxF :
	          begin  
				if(M[I]>=Max)
					Max<=M[I];
				I <= I+1;
				if(I!=15&&M[I]>=Max)
					state <= CMx;
				else if(I!=15&&M[I]<Max)
					state <= CMn;
				else
					state <= DONE;
			  end
	        DONE	:
	          begin  
		           state <= INI;  
		       end    
      endcase
    end 
  end 
endmodule  
==> /design/flow/run.sh <==
#!/bin/bash
# OpenROAD 26Q1-2900-gdf79404cd8, Yosys 0.63+post, stock flow scripts
make -C /OpenROAD-flow-scripts/flow DESIGN_CONFIG=/design/flow/config.mk WORK_HOME=/design/flow/orfs finish
==> /design/flow/config.mk <==
export PLATFORM = sky130hd
export DESIGN_NAME = min_max_finder_part3_M2
export DESIGN_NICKNAME = min_max_finder_part3_M2
export VERILOG_FILES = /design/flow/design.v
export SDC_FILE = /design/flow/constraint.sdc
export NUM_CORES = 4
export LEC_CHECK = 1
export CORE_AREA = 10 10 70 70
export DIE_AREA = 0 0 80 80
==> /design/flow/constraint.sdc <==
current_design min_max_finder_part3_M2

set clk_period 2.3
set clk_io_pct 0.2

create_clock -name clk0 -period $clk_period [get_ports {Clk}]

set non_clock_inputs [all_inputs -no_clocks]
set_input_delay [expr $clk_period * $clk_io_pct] -clock clk0 $non_clock_inputs
set_output_delay [expr $clk_period * $clk_io_pct] -clock clk0 [all_outputs]
==> qor.yml <==
routing:
  drt_iter0_drc: 3
  firstDrtPassIters: 2
  drcViolationCount: 0
  wirelength_um: 620
  routedWlPerCell_um: 7.05
  ant_nets: 0
  antenna_cells_inserted: 0
  via_count: 187
  viasPerCell: 2.13
floorplan:
  io-pin-count: 26
  initCoreUtil: 0.0916
  fp.dieW_um: 80
  die_y_um: 80
  die_area_mm2: 0.00640
  core-area_mm2: 0.00342
  rows: 21
worst_setup_path:
  slowest_delay_ps: 560
  r2r-start: "state[2]"
  critical_path_class: "reg -> out"
  arrival_ps: 1260
  critPathBufInv: 1
  crit_start: "state[0]"
  critPathMaxFanout: 5
  crit_chain: "clkdlybuf4s50_1"
  cp_top_family: "flip-flops"
  cp-start-kind: "register"
  crit_required_ps: 1840
  cp_slowest_cell: "dfstp_2"
  cp-end-kind: "output pin"
logic_synthesis:
  yosys_cells: 33
  xor_area_frac: 0
  simple_gate_share: 0.0760
  compound_area_frac: 0.120
  ys.flops: 4
  ys_area_um2: 313
  synth.top_cell.area_share: 0.456
  synthMuxAreaShare: 0
  synthCells: 33
  postSynthSeqShare: 0.324
  ys_top_cells_by_area: "buf_4 (46%), dfrtp_1 (24%), dfstp_2 (8.4%)"
  synth.logic.top_family: "buffers and inverters"
  avgSynthCellArea_um2: 9.48
  synth_warnings: 1
  synth_cell_type_count: 12
  synth_area_um2: 313
  synth.largest_area_cell: "buf_4"
  ys_sh_adder: 0
status:
  outcome: "completed"
final_layout:
  drive_gt1_frac: 0.143
  top_regs: "state (4)"
  layout.area.comb_um2: 133
  final_common_cell: "conb_1"
  nFillCells: 401
  final_cell_mix: "conb_1 (19), clkdlybuf4s50_1 (6), clkbuf_4 (3), dfrtp_1 (3), nor2_1 (2)"
  largest_register_ffs: 4
  flop_area_um2: 101
  synthToLayoutAreaGrowth_pct: 22.0
  top_register: "state"
sta:
  tns_ps: 0
  rsz0062_at_grt: "no"
  finalSetupViolCount: 0
  max_freq_mhz: 581
  skew_ps: 3.45
  period_used_share: 0.748
  finalHoldViolCount: 0
  min_period_ps: 1720
  slew_viol_final: 0
run:
  cap_viol_max_count: 0
  warnings: 25
power:
  vdd_drop_max_v: 0.0000716
  p_leak_nw: 0.180
  finalPower_uw: 173
  powerDensity_mw_per_mm2: 455
clocking:
  root_buffer: "clkbuf_4"
  htree_levels: 1
  clk_pin_slew_worst_paths_ps: 40
  clock_latency_ps: 230
  cts_buffers: 3
  cts_resized: 0
  cts_setup_buffers: 0
  ctsHoldBuffers: 0
  cts.path.max_buffers: 2
  clkSinkCount: 4
  cts_tree: "done"
grt:
  grt_pass1_wl_um: 952
  grt_max_degree: 8
  grt.overflow.total: 0
  track_usage: 0.0183
  first_global_vias: 231
  antenna_found_initial: 0
placement:
  io_buffers: 6
  hpwl_um: 555
  place_congestion: 0.593
worst_hold_path:
  hold_class: "in -> async"
final timing paths:
kind	cells after the start	slack, ps	endpoint
min in group clk0	1	580	state[2]
max reg2reg	2	1220	state[0]
min reg2reg	1	580	state[2]
max in group asynchronous	2	1670	state[0]
min	2	400	state[2]
max	1	580	Qi
power by group:
part           switching [mW]  internal [mW]  total, mW
registers                   0         0.0708     0.0708
logic                 0.00384        0.00421    0.00805
clock network          0.0295         0.0652     0.0946
total                  0.0333          0.140      0.173
routing by layer:
layer,GRT usage,wire length (um),vias to the layer above
met5,0,0,-
met4,0.00880,23,0
met1,0.0207,270,78
met2,0.0249,252,19
met3,0.0136,74,2
li1,-,-,88
cells in the mapped netlist, drive strengths merged:
cell type / n
a21o: 1
dfrtp: 3
or3b: 1
inv: 1
a22o: 1
dfstp: 1
nor3b: 1
conb: 1
o31a: 1
o32a: 1
buf: 19
nor2: 2
per-stage QoR:
step / utilization / area [um^2] / hold WS [ps] / worst slack, ps / cells
after floorplan: - / 380 / 225 / 1270 / 51
after global placement: 0.104 / 355 / 554 / 769 / 84
after detailed placement: 0.104 / 355 / 572 / 780 / 84
after CTS: 0.112 / 382 / 404 / 561 / 88
after global routing: 0.112 / 382 / 418 / 529 / 88
final: 0.112 / 382 / 404 / 579 / 88
final cells by class:
cell class	count	share of cell area
inverters	1	0.00984
flip-flops and latches	4	0.266
multi-input cells	27	0.348
clock buffers	4	0.0689
well taps	46	0.151
repair buffers	6	0.157
logic make-up after synthesis:
logic type      after synthesis
simple gates                  4
compound gates                4
flops                         4
buf+inv                      20
other cells                   1
Power figures rest on the tool's default switching activity, not on a simulated workload.
